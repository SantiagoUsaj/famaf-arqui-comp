### /design/flow/config.mk
export PLATFORM = sky130hd
export DESIGN_NAME = exception
export DESIGN_NICKNAME = exception
export VERILOG_FILES = /design/flow/design.v
export SDC_FILE = /design/flow/constraint.sdc
export NUM_CORES = 4
export LEC_CHECK = 1
export CORE_AREA = 10 10 241 241
export DIE_AREA = 0 0 251 251
export SYNTH_HDL_FRONTEND = slang
### /design/flow/constraint.sdc
current_design exception

set clk_period 15.2
set clk_io_pct 0.2

create_clock -name clk0 -period $clk_period [get_ports {clk}]

set non_clock_inputs [all_inputs -no_clocks]
set_input_delay [expr $clk_period * $clk_io_pct] -clock clk0 $non_clock_inputs
set_output_delay [expr $clk_period * $clk_io_pct] -clock clk0 [all_outputs]
### /design/flow/design.v
module comp_n #(parameter N=64)
			   (input logic [N-1:0] a, b,
				output logic eq);
	assign eq = a === b;
endmodule
module esync (input logic Exc, resetEsync, reset,
			  output logic out);
	always @(Exc, resetEsync, reset) begin
		if(reset) out <= 1'b0;
		if(resetEsync) out <= 1'b0;			
		if(Exc) out <= 1'b1;
	end
endmodule
module exception (input logic clk, reset, Exc, ERet,
				  input logic [3:0] EStatus,
				  input logic [63:0] NextPC_X, imem_addr_X, ALUBranch_X,
				  input logic [1:0] EDataSel,
				  output logic ExcAck, EProc_X,
				  output logic [63:0] PCBranch_X, readData_X,
				  output logic [63:0] EVAddr_X);
	logic [63:0] Exc_vector = 64'hD8;
	assign EVAddr_X = Exc_vector;
	logic comp_out, sync_out, EProc;
	assign EProc = sync_out & ~reset;
	assign EProc_X = EProc;
	assign ExcAck = comp_out;
	comp_n  #(64) EV_Comp (imem_addr_X, Exc_vector, comp_out);
	esync         ESync   (Exc, comp_out, reset, sync_out);
	logic [63:0] ERR_out, ELR_out;
	logic [3:0] ESR_out;
	flopr_e #(64) ERR     (clk, reset, EProc, NextPC_X, ERR_out);
	flopr_e #(64) ELR     (clk, reset, EProc, imem_addr_X, ELR_out);
	flopr_e #(4)  ESR     (clk, reset, EProc, EStatus , ESR_out);
	mux2    #(64) RET_SEL (ALUBranch_X, ERR_out, ERet, PCBranch_X);
	mux4    #(64) D_SEL   (ERR_out, ELR_out, {60'b0, ESR_out}, 64'b0, EDataSel, readData_X);
endmodule
module mux4 #(parameter N=64)
				(input logic [N-1:0] d0, d1, d2, d3,
				 input logic [1:0] s,
				 output logic [N-1:0] y);
assign y = s[1] ? (s[0] ? d3 : d2):(s[0] ? d1 : d0);
endmodule
module flopr_e #(parameter N = 64)
				(input logic clk, reset, enable,
				input logic [N-1: 0] d,
				output logic [N-1: 0] q);
	always_ff @(posedge clk, posedge reset)
		if (reset)       q <= '0;
		else if (enable) q <= d;		
endmodule
module mux2 #(parameter N = 64)
				(input logic [N-1:0] d0, d1,
				input logic s,
				output logic [N-1:0] y);
	assign y = s ? d1 : d0;
endmodule
### /design/flow/run.sh
#!/bin/bash
# OpenROAD 26Q1-2900-gdf79404cd8, Yosys 0.63+post, stock flow scripts
make -C /OpenROAD-flow-scripts/flow DESIGN_CONFIG=/design/flow/config.mk WORK_HOME=/design/flow/orfs finish
==> out/metrics.cfg <==
[clock_network]
post_cts_buffers = 0
path_clk_slew_ns = 0.06
clk_latency_ns = 0.47
cts_tree = yes
htreeDepth = 4
hold_buffers = 0
cts_buffer_depth = 2
cts_root_buf = clkbuf_16
post_cts_resized = 0
cts_buffers = 17

[global_route]
grt_max_degree = 52
antenna_found_initial = 4
grt_overflow = 0
grt_pass1_wl_mm = 42.4
grt_pass1_vias = 6218
grt_usage_pct = 8.97

[power]
internal_power_uw = 828
p_seq_share_pct = 39.1
combPwrFrac_pct = 23.2
finalPower_uw = 1110
switchingPower_uw = 284
p_leak_uw = 0.00467
vdd_drop_max_uv = 72.8
p_clk_share_pct = 37.7
pwr_density_cell_nw_per_um2 = 94.9
switching_share_pct = 25.5

[worst_hold_path]
hold_depth = 1
min-delay-start = ELR.q[62]
hold_path_end = ELR.q[62]
worstHoldPathType = reg2reg

[job]
tool_warnings = 25
drv_cap = 0

[logic_synthesis]
syn_area_per_cell_um2 = 12.5
ys_cells = 588
aoi_share_pct = 0.273
adder_share_pct = 0
ys_top_logic_family = multiplexers
ys_seq_elements = 133
simple_gate_area_share_pct = 5.95
top_cell_area_share_pct = 45.0
netlist_area_um2 = 7340
area_leaders = dfrtp_1 45%, mux2_2 28%, mux2i_1 8.7%
ys_types = 23
muxShareOfSynthArea_pct = 38.8
ys_area_um2 = 7340
synthXorXnorAreaFrac_pct = 0
syn_inst = 588
yosys_warnings = 0
yosysTopAreaCell = dfrtp_1

[final_timing]
fmax_mhz = 116
tightest_slew_ns = 0.731
finalHoldViolCount = 0
unclocked_pins = 1
clock-skew-final_ns = 0
rsz0062_at_grt = false
period_needed_ns = 8.65
untimed_endpoints = 1
timing.final.max_slew_violations = 0
setup-violations-final = 0
min_period_over_period_pct = 56.9
relSlewSlack_pct = 51.2
tns_ns = 0

[final_layout]
fillers = 5619
final_area_um2 = 11700
syn_to_final_growth_pct = 59.6
drive_above_1_share_pct = 25.6
logic_area_um2 = 3560
flop_area_um2 = 3320
fin_util_pct = 22.2

[detailed_routing]
drtAntennaViolNets = 0
wl_per_cell_um = 17.9
dr.pass1.iters = 4
drc = 0
dr.first_iter.drc_count = 114
wl_mm = 28.8
viasPerCell = 3.47
vias = 5591

[die]
pin_count = 396
rows = 84
core_area_um2 = 52700
dieArea_um2 = 63000
fp_util_pct = 13.9
die_w_um = 251
chipHeight_um = 251

[worst_setup_path]
arrival_ns = 5.61
crit_type = in2out
worst-r2r-cell-count = 1
r2r-start = ERR.q[2]
crit_slowest_cell = nor4_2
cp.required_ns = 12.16
worstPathBufferInverterCount = 2
crit_fanout = 2
worstSetupPathDepth = 5
reg2reg_to = ERR.q[2]
start_kind = input pin
critPathMaxStageDelay_ns = 0.68
path_cells = clkdlybuf4s50_1 -> nor4_2 -> nand4_1 -> nor4_2 -> clkdlybuf4s50_1
cpLargestDelayFamily = simple AND/OR/NAND/NOR gates
cp-end-kind = output port
r2r_slack_ns = 14.32

[placed_design]
place_congestion = 0.789
io_buffers = 331
dp_hpwl_mm = 22.7
post_dp_cell_area_um2 = 11100

[run_status]
status = finished clean

-- flip-flops by register name (all words and copies together) (netlist names) --
signal,cells
ELR.q,64
ERR.q,64
ESR.q,4
ESync.out,1
-- cell type report --
| cell class | count | area share [%] |
|---|---|---|
| sequential | 133 | 28.3 |
| clock inverter | 12 | 1.11 |
| timing repair buffer | 341 | 28.8 |
| clock buffer | 19 | 3.87 |
| multi-input combinational | 416 | 30.4 |
| antenna | 1 | 0.0214 |
| inverter | 1 | 0.0748 |
| tap | 688 | 7.35 |
-- how the worst max path moves through the flow --
stage	start	endpoint	slack, ns
CTS	imem_addr_X[9]	ExcAck	6.26
global route	imem_addr_X[52]	ExcAck	6.25
finish	imem_addr_X[57]	ExcAck	6.55
-- cell usage in the layout, fill, tap and decap left out --
cell / netlist / final
clkdlybuf4s50_1: 0 / 328
o21ai_0: 4 / 4
nor2_1: 60 / 60
nor4_2: 5 / 5
nor4_1: 9 / 9
or3_1: 1 / 1
nor4bb_1: 1 / 1
dfrtp_1: 132 / 132
nand4_1: 4 / 4
buf_2: 22 / 1
mux2_2: 183 / 183
clkbuf_16: 0 / 17
clkinv_4: 0 / 2
nor4b_2: 1 / 2
nor2b_4: 0 / 1
nor2b_1: 2 / 1
conb_1: 2 / 64
clkinv_2: 0 / 4
clkbuf_8: 0 / 2
mux2_1: 13 / 13
bufinv_16: 0 / 2
nand2_1: 4 / 4
inv_6: 0 / 3
mux2i_1: 64 / 64
clkinvlp_4: 0 / 2
diode_2: 0 / 1
buf_4: 64 / 12
dlxtp_1: 1 / 1
-- cells in the mapped netlist --
master and instances:
mux2_2 183, dfrtp_1 132, buf_4 64, mux2i_1 64, nor2_1 60, buf_2 22, mux2_1 13, nor4_1 9
buf_6 8, clkbuf_1 5, nor4_2 5, nand2_1 4, nand4_1 4, o21ai_0 4, conb_1 2, nor2b_1 2
buf_1 1, dlxtp_1 1, inv_1 1, nor4b_1 1, nor4b_2 1, nor4bb_1 1, or3_1 1
-- per-layer routing --
| metal | global-route usage, % | part of all wire (%) | vias to the layer above |
|---|---|---|---|
| met5 | 0 | 0.12 | - |
| met4 | 1.02 | 1.5 | 6 |
| met3 | 3.58 | 8.1 | 30 |
| met2 | 14.7 | 48 | 227 |
| met1 | 11.3 | 42 | 2728 |
| li1 | - | - | 2600 |
-- kinds of logic after synthesis --
logic type             Yosys count
muxes                          260
DFF                            132
buffers and inverters          101
and+or+nand+nor                 88
AOI/OAI and AO/OA                4
other                            2
latches                          1
-- per-stage QoR --
stage / setup slack (ns) / instances / hold WS, ns
after detailed placement: 6.30 / 1579 / 0.479
after floorplan: 8.42 / 650 / 0.458
after global placement: 6.31 / 1579 / 0.477
final: 6.55 / 1611 / 0.486
after global routing: 6.25 / 1610 / 0.520
after CTS: 6.26 / 1610 / 0.493
-- power by group through the flow --
| stage | clock network (µW) | logic (µW) | registers [µW] |
|---|---|---|---|
| 4_1_cts | 442 | 266 | 437 |
| 5_1_grt | 454 | 284 | 443 |
| 6_report | 419 | 258 | 435 |
Power is estimated from default activity; no workload was simulated.
